## flow/run.sh

```bash
#!/bin/bash
# OpenROAD 26Q1-2900-gdf79404cd8, Yosys 0.63+post, stock flow scripts
make -C /OpenROAD-flow-scripts/flow DESIGN_CONFIG=/design/flow/config.mk WORK_HOME=/design/flow/orfs finish
```

## flow/config.mk

```make
export PLATFORM = sky130hd
export DESIGN_NAME = top
export DESIGN_NICKNAME = top
export VERILOG_FILES = /design/flow/design.v
export SDC_FILE = /design/flow/constraint.sdc
export NUM_CORES = 4
export LEC_CHECK = 1
export CORE_UTILIZATION = 30
```

## flow/constraint.sdc

```tcl
current_design top

set clk_period 6.8
set clk_io_pct 0.2

create_clock -name clk0 -period $clk_period [get_ports {CLOCK_25}]

set non_clock_inputs [all_inputs -no_clocks]
set_input_delay [expr $clk_period * $clk_io_pct] -clock clk0 $non_clock_inputs
set_output_delay [expr $clk_period * $clk_io_pct] -clock clk0 [all_outputs]
```

## flow/design.v

```verilog
module async_transmitter(
	input clk,
	input TxD_start,
	input [7:0] TxD_data,
	output TxD,
	output TxD_busy
);
parameter ClkFrequency = 10000000;	 
parameter Baud = 115200;
generate
	if(ClkFrequency<Baud*8 && (ClkFrequency % Baud!=0)) ASSERTION_ERROR PARAMETER_OUT_OF_RANGE("Frequency incompatible with requested Baud rate");
endgenerate
wire BitTick;
BaudTickGen #(ClkFrequency, Baud) tickgen(.clk(clk), .enable(TxD_busy), .tick(BitTick));
reg [3:0] TxD_state = 0;
wire TxD_ready = (TxD_state==0);
assign TxD_busy = ~TxD_ready;
reg [7:0] TxD_shift = 0;
always @(posedge clk)
begin
	if(TxD_ready & TxD_start)
		TxD_shift <= TxD_data;
	else
	if(TxD_state[3] & BitTick)
		TxD_shift <= (TxD_shift >> 1);
	case(TxD_state)
		4'b0000: if(TxD_start) TxD_state <= 4'b0100;
		4'b0100: if(BitTick) TxD_state <= 4'b1000;   
		4'b1000: if(BitTick) TxD_state <= 4'b1001;   
		4'b1001: if(BitTick) TxD_state <= 4'b1010;   
		4'b1010: if(BitTick) TxD_state <= 4'b1011;   
		4'b1011: if(BitTick) TxD_state <= 4'b1100;   
		4'b1100: if(BitTick) TxD_state <= 4'b1101;   
		4'b1101: if(BitTick) TxD_state <= 4'b1110;   
		4'b1110: if(BitTick) TxD_state <= 4'b1111;   
		4'b1111: if(BitTick) TxD_state <= 4'b0010;   
		4'b0010: if(BitTick) TxD_state <= 4'b0011;   
		4'b0011: if(BitTick) TxD_state <= 4'b0000;   
		default: if(BitTick) TxD_state <= 4'b0000;
	endcase
end
assign TxD = (TxD_state<4) | (TxD_state[3] & TxD_shift[0]);   
endmodule
module async_receiver(
	input clk,
	input RxD,
	output reg RxD_data_ready = 0,
	output reg [7:0] RxD_data = 0,   
	output RxD_idle,   
	output reg RxD_endofpacket = 0   
);
parameter ClkFrequency = 25000000;  
parameter Baud = 115200;
parameter Oversampling = 16;   
generate
	if(ClkFrequency<Baud*Oversampling) ASSERTION_ERROR PARAMETER_OUT_OF_RANGE("Frequency too low for current Baud rate and oversampling");
	if(Oversampling<8 || ((Oversampling & (Oversampling-1))!=0)) ASSERTION_ERROR PARAMETER_OUT_OF_RANGE("Invalid oversampling value");
endgenerate
reg [3:0] RxD_state = 0;
wire OversamplingTick;
BaudTickGen #(ClkFrequency, Baud, Oversampling) tickgen(.clk(clk), .enable(1'b1), .tick(OversamplingTick));
reg [1:0] RxD_sync = 2'b11;
always @(posedge clk) if(OversamplingTick) RxD_sync <= {RxD_sync[0], RxD};
reg [1:0] Filter_cnt = 2'b11;
reg RxD_bit = 1'b1;
always @(posedge clk)
if(OversamplingTick)
begin
	if(RxD_sync[1]==1'b1 && Filter_cnt!=2'b11) Filter_cnt <= Filter_cnt + 1'd1;
	else 
	if(RxD_sync[1]==1'b0 && Filter_cnt!=2'b00) Filter_cnt <= Filter_cnt - 1'd1;
	if(Filter_cnt==2'b11) RxD_bit <= 1'b1;
	else
	if(Filter_cnt==2'b00) RxD_bit <= 1'b0;
end
function integer log2(input integer v); begin log2=0; while(v>>log2) log2=log2+1; end endfunction
localparam l2o = log2(Oversampling);
reg [l2o-2:0] OversamplingCnt = 0;
always @(posedge clk) if(OversamplingTick) OversamplingCnt <= (RxD_state==0) ? 1'd0 : OversamplingCnt + 1'd1;
wire sampleNow = OversamplingTick && (OversamplingCnt==Oversampling/2-1);
always @(posedge clk)
case(RxD_state)
	4'b0000: if(~RxD_bit) RxD_state <=  4'b0001 ;   
	4'b0001: if(sampleNow) RxD_state <= 4'b1000;   
	4'b1000: if(sampleNow) RxD_state <= 4'b1001;   
	4'b1001: if(sampleNow) RxD_state <= 4'b1010;   
	4'b1010: if(sampleNow) RxD_state <= 4'b1011;   
	4'b1011: if(sampleNow) RxD_state <= 4'b1100;   
	4'b1100: if(sampleNow) RxD_state <= 4'b1101;   
	4'b1101: if(sampleNow) RxD_state <= 4'b1110;   
	4'b1110: if(sampleNow) RxD_state <= 4'b1111;   
	4'b1111: if(sampleNow) RxD_state <= 4'b0010;   
	4'b0010: if(sampleNow) RxD_state <= 4'b0000;   
	default: RxD_state <= 4'b0000;
endcase
always @(posedge clk)
if(sampleNow && RxD_state[3]) RxD_data <= {RxD_bit, RxD_data[7:1]};
always @(posedge clk)
begin
	RxD_data_ready <= (sampleNow && RxD_state==4'b0010 && RxD_bit);   
end
reg [l2o+1:0] GapCnt = 0;
always @(posedge clk) if (RxD_state!=0) GapCnt<=0; else if(OversamplingTick & ~GapCnt[log2(Oversampling)+1]) GapCnt <= GapCnt + 1'h1;
assign RxD_idle = GapCnt[l2o+1];
always @(posedge clk) RxD_endofpacket <= OversamplingTick & ~GapCnt[l2o+1] & &GapCnt[l2o:0];
endmodule
module ASSERTION_ERROR();
endmodule
module BaudTickGen(
	input clk, enable,
	output tick   
);
parameter ClkFrequency = 25000000;
parameter Baud = 115200;
parameter Oversampling = 1;
function integer log2(input integer v); begin log2=0; while(v>>log2) log2=log2+1; end endfunction
localparam AccWidth = log2(ClkFrequency/Baud)+8;   
reg [AccWidth:0] Acc = 0;
localparam ShiftLimiter = log2(Baud*Oversampling >> (31-AccWidth));   
localparam Inc = ((Baud*Oversampling << (AccWidth-ShiftLimiter))+(ClkFrequency>>(ShiftLimiter+1)))/(ClkFrequency>>ShiftLimiter);
always @(posedge clk) if(enable) Acc <= Acc[AccWidth-1:0] + Inc[AccWidth:0]; else Acc <= Inc[AccWidth:0];
assign tick = Acc[AccWidth];
endmodule
module motorCtrlSimple_v2(
	input CLK,
	input reset,
	input [15:0] divider,
	input [15:0] stepsToGo,
	input dirInput,
	output reg dir = 0,
	output step,
	output reg activeMode = 0
);
reg [15:0] clockCounter = 0;
reg [15:0] dividerLoc= 0;
reg [15:0] stepsCnt = 0;
reg stepInt = 0;
assign step = stepInt;  
reg [7:0] delayCounter = 0;
reg [1:0] state = 2'b00;
always @(posedge CLK) begin
	case(state)
	2'b00: begin
		activeMode <= 0;		
		stepsCnt <= stepsToGo[15:0];	
		dividerLoc <= divider;
		dir <= dirInput;
		delayCounter <= 8'hff;
		if(stepsToGo[15:0] != 0) begin
			if(dir != dirInput) begin
				state <= 2'b01;	
			end
			else if(dir == dirInput) begin
				state <= 2'b11;
			end
		end
	end
	2'b01: begin			
		if(delayCounter == 0) begin
			state <= 2'b11;		
		end
		else begin			
			delayCounter <= delayCounter - 1;
		end
	end
	2'b11: begin		
		activeMode <= 1;	
		if((stepsCnt==16'h0)&&(clockCounter==15'h0)) begin
			state <= 2'b00;	
		end
		else begin		
			if(clockCounter == 0) begin
				stepInt <= 1;	
				clockCounter <= dividerLoc;	
				stepsCnt <= stepsCnt - 16'h1;
			end
			else begin
				clockCounter <= clockCounter - 16'h1;						
				if(clockCounter == {1'b0, dividerLoc[15:1]})
					stepInt <= 0;	
			end
		end
	end
	endcase
end
endmodule
module top(
	input  CLOCK_25,
	input reset,
	output LED,
output [9:0] step,
output [9:0] dir,
input [9:0] term,
input 	UART_RX,
output 	UART_TX,
output DebugPin1 = 0,
output reg DebugPin2 = 0,
output reg DebugPin3 = 0,
output DebugPin_85,
output DebugPin5,
output DebugPin6,
output DebugPin7,
output DebugPin8,
output DebugPin9,
output debugPin106,
output DebugPin_86,
output DebugPin_87,
output DebugPin_103
);
assign LED = ledReg[24];
reg [24:0] ledReg;
always @(posedge CLOCK_25) begin
	ledReg <= ledReg + 1;	
end
wire rst;
reg [9:0] posReset = 0;
wire [9:0] fifoEmpty;
wire [9:0] mrCtrlActive;
reg [9:0] mrCtrlActiveR;
reg [15:0] divider[9:0];
reg [15:0] stepCounter[9:0];
reg dirReg[9:0];
reg [9:0] dataPending = 0;
assign DebugPin_87 = step[0];
assign DebugPin_103 = dir[0];
assign DebugPin5 = mrCtrlActive[0];
assign DebugPin6 = dataPending[0];
wire stepCommonWire;
genvar i;
generate
for(i = 0; i < 9; i = i + 1 ) begin : motorControlBlock
motorCtrlSimple_v2 mr(.CLK(CLOCK_25), 
							 .reset(posReset[i]),
							 .divider(divider[i][15:0]), 
							 .stepsToGo(stepCounter[i][15:0]), 
							 .dirInput(dirReg[i]),
							 .dir(dir[i]), 
							 .step( step[i]), 
							 .activeMode(mrCtrlActive[i]));
end
endgenerate
reg [31:0] timerCounter; always @(posedge CLOCK_25) timerCounter <= timerCounter + 31'h1;
wire uartRxDataReady;
wire [7:0] uartRxData;
reg uartRxDataReadyL=1'b0; always @(posedge CLOCK_25) uartRxDataReadyL <= uartRxDataReady;
wire uartRxDataReadyPE = ((uartRxDataReady==1'b1)&&(uartRxDataReadyL==1'b0));
wire uartRxDataReadyNE = ((uartRxDataReady==1'b0)&&(uartRxDataReadyL==1'b1));
reg uartRxDataReadyPEregDebug; always @(posedge CLOCK_25) uartRxDataReadyPEregDebug <= ((uartRxDataReady==1'b1)&&(uartRxDataReadyL==1'b0));
assign DebugPin1 = uartRxDataReadyPE;
assign DebugPin7 = uartRxDataReady;
async_receiver #(.ClkFrequency(25000000), .Baud(115200)) RX(.clk(CLOCK_25),
																					.RxD(UART_RX), 
																					.RxD_data_ready(uartRxDataReady), 
																					.RxD_data(uartRxData) 
);
assign DebugPin_87 = step[0];
assign DebugPin5 = mrCtrlActive[0];
assign DebugPin6 = dataPending[0];
reg [3:0] uartRecvState = 0;	
reg [3:0] curMrCtrl = 0;
reg [47:0] uartCmd;
reg [17:0] uartTimeOutCounter = 18'h0;
wire sendDriveStatus = uartRxDataReady && (uartRecvState==0) && (uartRxData[3:0] == 4'hF);
assign debugPin106 = sendDriveStatus;
integer c;
always @(posedge CLOCK_25) begin
	if(uartRxDataReadyPE) begin
		if(uartRecvState == 0) begin
			if(uartRxData[3:0] == 4'hF) begin				
				uartRecvState <= 0;					
			end
			else begin
				curMrCtrl <= uartRxData[3:0];
				uartRecvState <= uartRecvState + 4'h1;
			end		
		end
		else begin
			uartRecvState <= uartRecvState + 4'h1;		
		end
		uartCmd[47:0] <= {uartRxData[7:0], uartCmd[47:8]}; 		
	end	
	else begin		
		if(uartTimeOutCounter == 18'h0) begin
			uartRecvState <= 4'h0;	
			DebugPin3 <= 1;
		end
		else begin
			DebugPin3 <= 0;
		end
	end
	if(uartRxDataReadyPE) begin
		uartTimeOutCounter <= 18'h3ffff;		 
	end
	else if(uartTimeOutCounter>0) begin
		uartTimeOutCounter <= uartTimeOutCounter - 18'h1;		
	end
	DebugPin2 <=  uartRxDataReadyNE && (uartRecvState == 5);
	if(uartRxDataReadyNE) begin	
		if(uartRecvState == 6) begin
			uartRecvState <= 0;		
			if(dataPending[curMrCtrl] == 0) begin
				divider[curMrCtrl] <= uartCmd[31:16];
				stepCounter[curMrCtrl] <= uartCmd[47:32];		
				dirReg[curMrCtrl] <= uartCmd[15];
				dataPending[curMrCtrl] <= 1;
			end
		end		
	end
	else begin	
		mrCtrlActiveR <= mrCtrlActive;		
		for ( c = 0; c < 10; c = c + 1) begin: lbl        
			if({mrCtrlActive[c], mrCtrlActiveR[c]}==2'b10) begin
				dataPending[c] <= 0;
				stepCounter[c] <= 0;
			end	
		end		
	end
end
reg [17:0] sendDelay;
wire uartBusy; reg uartBusyR; 
reg [2:0] uartSendState = 3'b111;
reg uartStartSignal = 0;
reg [7:0] uartTxData;
assign DebugPin8 = uartStartSignal;
async_transmitter #(.ClkFrequency(25000000), .Baud(115200)) TX(.clk(CLOCK_25),
																					.TxD(UART_TX), 
																					.TxD_start(uartStartSignal), 
																					.TxD_data(uartTxData),
																					.TxD_busy(uartBusy));
parameter delay_between_bytes=18'hfff;
parameter delay_between_packs=18'h3ffff;
always @(posedge CLOCK_25) begin
	case(uartSendState)
		3'b000:  begin
			if(sendDriveStatus == 1) begin
				uartTxData[7:0] <= {2'h0, 1'b0, dataPending[4:0]};
				uartStartSignal <= 1;				
				sendDelay <= delay_between_bytes;	
				uartSendState <= 3'b001;			
			end		
			else begin
				uartStartSignal <= 0;
			end
		end
		3'b001: begin
			uartStartSignal <= 0;			
			if(sendDelay == 0) begin
				uartSendState <= 3'b010;
			end
			else begin
				sendDelay <= sendDelay - 18'h1;
			end			
		end		
		3'b010: begin			
			uartTxData[7:0] <= {2'h1, 1'b0, dataPending[9:5]};
			uartStartSignal <= 1;									
			sendDelay <= delay_between_bytes;
			uartSendState <= 3'b011;
		end
		3'b011: begin
			uartStartSignal <= 0;					
			if(sendDelay == 0) begin
				uartSendState <= 3'b100;
			end
			else begin
				sendDelay <= sendDelay - 18'h1;
			end	
		end				
		3'b100: begin
			uartTxData[7:0] <= {2'h2, 1'b0, ~term[4:0]};
			uartStartSignal <= 1;				
			sendDelay <= delay_between_bytes;
			uartSendState <= 3'b101;	
		end	
		3'b101: begin
			uartStartSignal <= 0;			
			if(sendDelay == 0) begin
				uartSendState <= 3'b110;
			end
			else begin
				sendDelay <= sendDelay - 18'h1;
			end	
		end	
		3'b110: begin
			uartTxData[7:0] <= {2'h3, 1'b0, ~term[9:5]};
			uartStartSignal <= 1;									
			sendDelay <= delay_between_packs;
			uartSendState <= 3'b111;
		end	
		3'b111: begin
			uartStartSignal <= 0;					
				uartSendState <= 3'b000;
		end	
		default: begin
			uartStartSignal <= 0;		
		end
	endcase	
end
endmodule
```

==> impl_metrics.yaml <==
# implementation run metrics
critical_path:
  path_cells: "o21ai_0 -> clkdlybuf4s50_1"
  worstSetupStartpoint: "TX.TxD_state[3]"
  timing.rr.end: "motorControlBlock[5].mr.state[0]"
  r2r-start: "motorControlBlock[5].mr.clockCounter[0]"
  critPathTopFamily: "AND-OR/OR-AND gates"
  worstSetupEndpoint: "UART_TX"
  worst_setup_path_start_kind: "flip-flop"
  ff2ff_setup_slack_ns: 3.52
  cp-end-kind: "output port"
  worstPathArrival_ns: 2.46
  critPathBufInv: 1
  cp_data_required_time_ns: 5.44
  rr_worst_depth: 6
  slowest_stage: "o21ai_0"
  cp_slowest_stage_delay_ns: 0.73
  crit_path_max_fanout: 12
  path_depth: 2
  path_class: "reg2out"
placed_design:
  gp_congestion: 0.801
  place_area_sq_mm: 0.0294
  dp.cells: 3698
  post-dp-hpwl_um: 29400
  numPortBuffers: 30
  dp_slack_ns: 3.52
synth:
  synth-main-ff-cell: "edfxtp_1"
  ys_cells: 2511
  synth_cell_types: 66
  yosysChipArea_sq_mm: 0.0277
  synth_area_per_cell_sq_um: 11.0
  ys_seq_share_pct: 55.4
  edf_count: 469
  yosys_warnings: 12
  synth_area_sq_mm: 0.0277
  synth_flops: 531
  syn_inst: 2511
  async_flop_share_pct: 0
outcome:
  status: "complete, no violations"
die:
  die.size.y_um: 306
  rows: 111
  die_area_sq_mm: 0.0935
  die_width_um: 306
  io_pins: 48
  initial_core_util_pct: 30.2
  core_sq_mm: 0.0915
final_timing:
  fin_tns_setup_ns: 0
  slew-limit-headroom_pct: 39.0
  setup_viol: 0
  min_period_ns: 3.82
  skew_ns: 0.0171
  max_freq_mhz: 262
  hold_viol_final: 0
  tightest_slew_ns: 0.907
  slew_violations: 0
  min_period_over_period_pct: 56.1
  timing.final.ws_setup_ns: 2.98
  rsz0062_at_grt: "false"
drt:
  top_layer_used: "met4"
  vias_per_cell: 4.66
  drc: 0
  dr.first_iter.drc_count: 922
  dr_total_vias: 17800
  met2_length_um: 19700
  dr_wl_met3_um: 2100
  n_antenna_cell: 0
  wirelength_um: 45800
  wl_per_cell_um: 12.0
  drt-met1-wl_um: 22800
  first_pass_iters: 5
  ant_nets: 0
hold_path:
  hp-class: "reg2reg"
grt:
  grt_max_degree: 23
  grt.overflow.total: 0
  grtUsageTotal_pct: 10.3
  grt_pass1_vias: 17100
  grt_first_pass_wirelength_um: 80100
  antenna_found_initial: 0
cts:
  htree_levels: 3
  cts.sinks: 531
  clk_path_buf_depth: 3
  postCtsSetupBuffers: 0
  worstSkewPairLatency_ns: 0.60
  holdBufCountCts: 0
  root_buffer: "clkbuf_16"
  cts_buffers: 66
  cts-resized-gates: 0
  cts_tree: "yes"
  clkTransAtPathRegs_ns: 0.05
final_layout:
  fin_area_sq_mm: 0.0315
  n_fill_cell: 8835
  drive_gt1_share_pct: 7.83
  area_delta_synth_final_pct: 13.9
  instances_no_fill: 3817
pwr:
  p_per_area_mw_per_mm2: 217
  p_total_mw: 6.85
  peakVddDrop_v: 0.000141
  leakage_nw: 12.0
run:
  warning_count: 89
  maxCapViolCount: 0
==> worst min-delay path by stage <==
stage / startpoint / endpoint / slack (ns) / depth (start not counted)
4_1_cts: RX.RxD_data_ready / uartRxDataReadyL / 0.39 / 0
6_report: RX.RxD_data_ready / uartRxDataReadyL / 0.39 / 0
5_1_grt: RX.RxD_data_ready / uartRxDataReadyL / 0.39 / 0
==> kinds of logic (layout without fill, tap and decap cells) <==
logic type	count (synthesis)	count (layout)	share of synthesized area, %
AND-OR/OR-AND	241	241	5.54
XOR/XNOR	270	270	8.55
adder cells (fa/ha/maj)	106	106	4.79
buffers and inverters	206	311	3.16
flip-flops	531	531	55.4
multiplexers	33	33	1.30
other	1	16	0.0136
AND/OR/NAND/NOR	1123	1123	21.3
==> cell usage after synthesis, drive strengths merged, types with 23 or more instances <==
master / instances / area, sq um
ha: 106 / 1330
nor2b: 25 / 156
and3: 29 / 181
clkbuf: 56 / 210
nand4: 50 / 313
and2: 27 / 169
nor3: 78 / 390
buf: 31 / 218
nor2: 327 / 1230
edfxtp: 469 / 14100
xor2: 141 / 1230
or3: 24 / 150
o31ai: 24 / 180
nand2b: 43 / 269
mux2: 23 / 259
nand2: 186 / 698
dfxtp: 62 / 1240
nor4: 100 / 678
nand3: 79 / 395
a21oi: 85 / 425
xnor2: 129 / 1130
or4: 53 / 405
inv: 117 / 439
o21ai: 58 / 290
==> routing by layer <==
layer	vias up	GRT usage (%)
met5	-	0
met4	0	2.26
met3	73	2.39
met2	217	15.1
met1	8220	16.4
li1	9276	-
==> cell usage in the layout (no fill, tap or decap), types with 16 or more instances in the layout <==
cell	instances
nand4_1	50
clkdlybuf4s50_1	30
and2_1	27
nor4_1	91
nand2_1	186
mux2_2	23
ha_1	106
nand2b_1	43
nand3_1	79
o21ai_0	58
or4_1	51
xor2_1	141
xnor2_1	129
nor2_1	327
a21oi_1	85
nor3_1	78
or3_1	24
conb_1	16
inv_1	117
dfxtp_1	62
edfxtp_1	469
clkbuf_1	21
nor2b_1	25
buf_4	43
clkbuf_16	69
o31ai_1	24
nand4b_1	19
and3_1	29
==> area by class of cell <==
| cell class | count | area (sq um) | share of cell area [%] |
|---|---|---|---|
| clock inverters | 24 | 211 | 0.671 |
| repair buffers | 73 | 623 | 1.98 |
| well taps | 1186 | 1480 | 4.71 |
| flip-flops and latches | 531 | 15300 | 48.6 |
| clock buffers | 95 | 1870 | 5.95 |
| multi-input cells | 1789 | 11600 | 36.7 |
| inverters | 119 | 447 | 1.42 |
==> where the power goes <==
group	internal (mW)	total (mW)	switching, mW
logic	0.00623	0.00754	0.00131
clock network	2.00	3.35	1.35
registers	3.50	3.50	0
total	5.51	6.85	1.35
==> state kept, by name, indices dropped and copies added (netlist names), 2 cells and up <==
register,flops
TX.tickgen.Acc,16
ledReg,25
RX.OversamplingCnt,4
motorControlBlock.mr.clockCounter,144
sendDelay,18
uartTxData,7
uartSendState,3
motorControlBlock.mr.delayCounter,72
motorControlBlock.mr.state,18
RX.Filter_cnt,2
uartTimeOutCounter,18
uartRecvState,4
TX.TxD_shift,8
RX.RxD_state,4
RX.tickgen.Acc,12
RX.RxD_sync,2
motorControlBlock.mr.stepsCnt,144
motorControlBlock.mr.stepInt,9
TX.TxD_state,4
RX.RxD_data,8
==> per-stage QoR <==
| stage | hold WS [ns] | util (%) |
|---|---|---|
| 2_1_floorplan | 0.336 | - |
| 3_3_place_gp | 0.385 | 32.2 |
| 3_5_place_dp | 0.376 | 32.2 |
| 4_1_cts | 0.386 | 34.4 |
| 5_1_grt | 0.395 | 34.4 |
| 6_report | 0.385 | 34.4 |
==> worst register-to-register path, stage by stage (launching register included) <==
cell and delay, ns:
edfxtp_1 0.46, inv_1 0.12, ha_1 0.14, or4b_2 0.65, nand4bb_1 0.23, o21a_1 0.48, a2111oi_0 0.83
Power is estimated from default activity; no workload was simulated.
